File: design/flow/design.v
module program_sequencer
(
	input clk, sync_reset,
	input jmp, jmp_nz, dont_jump,
	input [3:0] jmp_addr,
	output reg [7:0] pm_addr, pc,
	output reg [7:0] from_PS
);
always @ *
	from_PS = 8'h0;
always @ (posedge clk)
	pc = pm_addr;
always @ (*)
	if (sync_reset == 1'd1)
		pm_addr = 8'h00;
	else if (jmp == 1'd1)
		pm_addr = {jmp_addr, 4'h0};
	else if (jmp_nz == 1'd1 && dont_jump == 1'd0)
		pm_addr = {jmp_addr, 4'h0};
	else
		pm_addr = pc + 8'h01;
endmodule
File: design/flow/run.sh
#!/bin/bash
# OpenROAD 26Q1-2900-gdf79404cd8, Yosys 0.63+post, stock flow scripts
make -C /OpenROAD-flow-scripts/flow DESIGN_CONFIG=/design/flow/config.mk WORK_HOME=/design/flow/orfs finish
File: design/flow/config.mk
export PLATFORM = sky130hd
export DESIGN_NAME = program_sequencer
export DESIGN_NICKNAME = program_sequencer
export VERILOG_FILES = /design/flow/design.v
export SDC_FILE = /design/flow/constraint.sdc
export NUM_CORES = 4
export LEC_CHECK = 1
export CORE_AREA = 10 10 70 70
export DIE_AREA = 0 0 80 80
File: design/flow/constraint.sdc
current_design program_sequencer

set clk_period 2.2
set clk_io_pct 0.2

create_clock -name clk0 -period $clk_period [get_ports {clk}]

set non_clock_inputs [all_inputs -no_clocks]
set_input_delay [expr $clk_period * $clk_io_pct] -clock clk0 $non_clock_inputs
set_output_delay [expr $clk_period * $clk_io_pct] -clock clk0 [all_outputs]
==> deck_impl_summary.md <==
Key Metrics from the Run

CTS
  – CTS Hold Bufs: 0
  – CTS Buf Count: 3
  – CTS max path bufs: 2
  – Clk root buf: clkbuf_4
  – H-tree Lvls: 1
  – Worst-path clk slew: 0.05 ns
  – Clk sinks: 8
  – CTS tree: yes
  – Clock latency on the worst-skew pair: 0.26 ns

Pwr
  – Leak Pwr: 0.371 nW
  – Worst IR drop on VDD: 0.195 mV
  – Pwr Total: 0.000358 W
  – PwrDens: 419 nW/um^2

Worst hold path
  – End of the worst hold path: pc[0]
  – Hold Path Depth: 2
  – Hold WC Path Type: reg2reg
  – Hold path startpoint: pc[0]

Floorplan
  – Chip width: 80 um
  – Fp_density: 12.8%
  – I/O pins: 33
  – Rows: 21
  – Core Footprint: 3420 um^2
  – Die Span Y: 80 um
  – Chip area: 6400 um^2

Final timing
  – Worst setup margin: -0.0281 ns
  – Final slew viol count: 0
  – Max_slew headroom: 59.6%
  – Hold_ws: 0.573 ns
  – Achievable Freq: 449 MHz
  – Measured slew at the worst slew-check pin: 0.606 ns
  – Setup violators final: 1
  – Clock skew: 0.00651 ns
  – RSZ-0062 raised after global routing: true
  – Final Hold Violation Tally: 0
  – Period utilization: 101%
  – Fin crit period: 2.23 ns

Synthesis
  – Yosys warning total: 1
  – #FFs+latches synth: 8
  – Area reported by Yosys stat: 437 um^2
  – Post-synth top area share: 36.7%
  – Yosys cell count: 51
  – Area leader, netlist: dfxtp_1
  – Synth Seq Share: 36.7%
  – Syn Area/Cell: 8.56 um^2
  – Mapped Cells: 51
  – Top cells by area: dfxtp_1 (37%), buf_4 (14%), a311oi_1 (6.0%)
  – Post-Syn Area: 437 um^2
  – Unique cell types: 20

Critical path
  – Crit path max fanout: 6
  – Worst setup EP type: output port
  – Sequence of cells on the critical path: clkdlybuf4s50_1 -> nand2b_4 -> nand2_4 -> nor3_4 -> clkdlybuf4s50_1
  – Reg-to-reg slack, setup: 0.82 ns
  – Arrival time at the worst endpoint: 1.79 ns
  – R2R cell count: 5
  – Reg-to-Reg End: pc[6]
  – CP required: 1.76 ns
  – Slowest-stage cell, CP: clkdlybuf4s50_1
  – Worst path max stage delay: 0.50 ns
  – Critical path type: in2out
  – CP most frequent cell: clkdlybuf4s50_1
  – Worst r2r src: pc[0]
  – Setup crit start kind: input pin

Detailed routing
  – Iter 0 DRT Violations: 28
  – Routed WL per cell: 11.9 um
  – TritonRoute pass-1 iters: 4
  – Diodes inserted: 0
  – DR DRC count: 0
  – DR vias: 450
  – WL final: 1550 um
  – Vias/cell: 3.44
  – Routed Antenna Nets: 0

Placement
  – Dpl ws: -0.383 ns
  – # port buffers: 24
  – Post-DP Area: 749 um^2
  – Final HPWL DP: 1250 um
  – GP Congestion: 0.809

Final layout
  – Max reg flops: 8
  – Synth-to-Final Area Change: 95.4%
  – Fin util: 25.0%
  – Design Area, Final: 853 um^2
  – Share of cells above drive strength 1: 30.6%

Global route
  – Initial antenna violation count: 0
  – GRT Util Overall: 4.95%
  – Largest net degree at the start of global routing: 9
  – First-pass GRT wire length: 2480 um
  – Vias in the first global route: 488
  – Global route overflow: 0

Run
  – Max-cap violation count: 0
  – OpenROAD warnings: 27

Run status
  – Status: finished with violations
  – Failing checks: setup timing
[cells in the final DEF, fill, tap and decap left out]
cell,instances
inv_1,2
o21ai_0,3
and2_4,1
clkbuf_4,3
nand4_2,1
nand2b_4,1
a311oi_2,3
clkdlybuf4s50_1,16
xnor2_1,1
nand2_1,1
a211oi_2,1
nor3_4,3
clkbuf_2,1
buf_2,1
nand2_4,1
xor2_1,2
a21oi_1,4
or3_1,3
dlymetal6s2s_1,1
buf_4,9
dlygate4sd2_1,5
conb_1,8
ha_1,1
nand3_1,4
dfxtp_1,8
nor3b_2,1
[worst max path at each step]
stage                     start         end  slack [ns]
final                 dont_jump  pm_addr[0]       -0.03
after global routing  dont_jump  pm_addr[0]       -0.09
after CTS             dont_jump  pm_addr[2]       -0.10
[Yosys cell counts, drive strengths merged]
cell    instances
a21oi           4
inv             2
xnor2           1
and2            1
a211oi          1
a311oi          3
nand2b          1
nor3b           1
o21ai           3
ha              1
xor2            2
nand4           1
buf             9
nand3           4
conb            1
or3             3
nand2           2
nor3            3
dfxtp           8
[metal layers]
metal	vias to the layer above	track usage, %	routed length (um)
li1	237	-	-
met2	25	6.18	547
met1	183	6.78	759
met4	0	0.528	20
met3	5	3.64	226
met5	-	0	0
[timing repair]
item / 4_1_cts / 5_1_grt
endpoints found under the setup margin: 8 / 5
pin swaps: 5 / 4
resized: 23 / 6
setup buffers: 1 / 1
[critical path: cells and delay by family]
kind	cells	cell delay (ns)
buf+inv	2	0.95
simple gates	3	0.38
[kinds of logic (layout without fill, tap and decap cells)]
family                     Yosys count  in the layout  synth area share (%)
xor gates and xnor gates             3              3                  6.02
other                                1              8                 0.859
buffers and inverters               11             38                  16.3
DFF                                  8              8                  36.7
AOI/OAI and AO/OA                   11             11                  15.8
and+or+nand+nor                     16             16                  21.5
adders and majority gates            1              1                  2.86
[layout make-up]
cell class | instances | area [um^2]
timing repair buffer | 33 | 294
tap | 46 | 57.6
multi-input combinational | 39 | 312
sequential | 8 | 160
inverter | 2 | 7.51
clock buffer | 3 | 22.5
fill | 373 | 2560
[where the power goes]
| group | internal (W) | leakage, nW | switching (W) |
|---|---|---|---|
| registers | 0.000152 | 0.0658 | 0.00000623 |
| logic | 0.0000507 | 0.291 | 0.0000321 |
| clock network | 0.0000627 | 0.0138 | 0.0000538 |
[per-stage QoR]
step | cells | TNS, ns
after floorplan | 58 | 0
after global placement | 126 | -2.26
after detailed placement | 126 | -2.49
after CTS | 130 | -0.193
after global routing | 131 | -0.0940
final | 131 | -0.0281
Power figures rest on the tool's default switching activity, not on a simulated workload.
