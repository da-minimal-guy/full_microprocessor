File: flow/config.mk
export PLATFORM = sky130hd
export DESIGN_NAME = computational_unit
export DESIGN_NICKNAME = computational_unit
export VERILOG_FILES = /design/flow/design.v
export SDC_FILE = /design/flow/constraint.sdc
export NUM_CORES = 4
export LEC_CHECK = 1
export CORE_UTILIZATION = 30
File: flow/constraint.sdc
current_design computational_unit

set clk_period 6.9
set clk_io_pct 0.2

create_clock -name clk0 -period $clk_period [get_ports {clk}]

set non_clock_inputs [all_inputs -no_clocks]
set_input_delay [expr $clk_period * $clk_io_pct] -clock clk0 $non_clock_inputs
set_output_delay [expr $clk_period * $clk_io_pct] -clock clk0 [all_outputs]
File: flow/design.v
module computational_unit
(
	input clk, sync_reset, i_sel, y_sel, x_sel,
	input [3:0] source_sel, ir_nibble, i_pins, dm,
	input [8:0] reg_en,
	output reg r_eq_0,
	output reg [3:0] data_bus, x0, x1, y0, y1, m, r, i, o_reg,
	output reg [7:0] from_CU
);
always @ *
	from_CU <= 8'h0;
reg [3:0] pm_data;
always @ *
	pm_data <= ir_nibble;
always @ (posedge clk)
	if (reg_en[0] == 1'b1)
		x0 <= data_bus;
	else
		x0 <= x0;
always @ (posedge clk)
	if (reg_en[1] == 1'b1)
		x1 <= data_bus;
	else
		x1 <= x1;
always @ (posedge clk)
	if (reg_en[2] == 1'b1)
		y0 <= data_bus;
	else
		y0 <= y0;
always @ (posedge clk)
	if (reg_en[3] == 1'b1)
		y1 <= data_bus;
	else
		y1 <= y1;
always @ (posedge clk)
	if (reg_en[5] == 1'b1)
		m <= data_bus;
	else
		m <= m;
always @ (posedge clk)
	if (reg_en[6] == 1'b1)
		if (i_sel == 1'b0)
			i <= data_bus;
		else
			i <= i + m;
	else
		i <= i;
always @ (posedge clk)
	if (reg_en[8] == 1'b1)
		o_reg <= data_bus;
	else
		o_reg <= o_reg;
always @ *
	case(source_sel)
		4'd00: data_bus <= x0;		
		4'b01: data_bus <= x1;		
		4'd02: data_bus <= y0;		
		4'd03: data_bus <= y1;	
		4'd04: data_bus <= r;
		4'd05: data_bus <= m;			
		4'd06: data_bus <= i;	
		4'd07: data_bus <= dm;		
		4'd08: data_bus <= pm_data;	
		4'd09: data_bus <= i_pins;	
		default: data_bus <= 4'h0;	
	endcase
reg [2:0] ALU_function;
always @ *
	ALU_function <= ir_nibble[2:0];
reg [3:0] x;
always @ *
	if (x_sel == 1'b0)
		x <= x0;
	else
		x <= x1;
reg [3:0] y;
always @ *
	if (y_sel == 1'b0)
		y <= y0;
	else
		y <= y1;
reg [7:0] xy_mul; 
always @ *
	xy_mul <= x * y;
reg [3:0] ALU_out;  
always @ (*)
	if (sync_reset == 1'b1)
		ALU_out <= 4'b0;				
	else if ((ALU_function == 3'b0) && (ir_nibble[3] == 1'b0))
		ALU_out <= -x;			
	else if (ALU_function == 3'b001)
		ALU_out <= x - y;		
	else if (ALU_function == 3'b010)
		ALU_out <= x + y;		
	else if (ALU_function == 3'b011)
		ALU_out <= xy_mul[7:4];	
	else if (ALU_function == 3'b100)
		ALU_out <= xy_mul[3:0];
	else if (ALU_function == 3'b101)
		ALU_out <= x ^ y;			
	else if (ALU_function == 3'b110)
		ALU_out <= x & y;			
	else if ((ALU_function == 3'b111) && (ir_nibble[3] == 1'b0))
		ALU_out <= ~x;
	else
		ALU_out <= r;
always @ (posedge clk)
	if (sync_reset == 1'b1)
		r <= 4'd0;
	else if (reg_en[4] == 1'b1)
		r <= ALU_out;
	else
		r <= r;
always @ (posedge clk)
	if (sync_reset == 1'b1)
		r_eq_0 <= 1'b1;
	else if ((reg_en[4] == 1'b1) && (ALU_out == 4'd0))
		r_eq_0 <= 1'b1;
	else if ((reg_en[4] == 1'b1) && (ALU_out != 4'd0))
		r_eq_0 <= 1'b0;
	else
		r_eq_0 <= r_eq_0;
endmodule
File: flow/run.sh
#!/bin/bash
# OpenROAD 26Q1-2900-gdf79404cd8, Yosys 0.63+post, stock flow scripts
make -C /OpenROAD-flow-scripts/flow DESIGN_CONFIG=/design/flow/config.mk WORK_HOME=/design/flow/orfs finish
==> CHANGELOG.md <==
## Implementation

- Max Root-Sink Buffers: 2
- Post-DRT Antenna Nets: 0
- Worst Path Max Fanout: 21
- RR Startpoint: y1[1]
- Root Buffer: clkbuf_8
- Netlist cell types: 61
- Hold EP: r_eq_0
- Setup TNS: 0 ps
- Cts hold-fix bufs: 0
- Cells in synth_stat.txt: 308
- WP data required: ~5500 ps
- Hpwl dp: 6180 um
- Max Slew Vio Count: 0
- Post-synth EDFFs: 28
- Largest net degree at the start of global routing: 26
- Post-synthesis to final-layout area growth: 29.1%
- Worst slew pin tran: 780 ps
- Peak supply drop: 0.169 mV
- Flops & latches, synth: 33
- Leak Pwr: 1.52 nW
- Total Wirelength: 7940 um
- Simple-Gate Area Share: 13.9%
- Util after Layout: 40.4%
- Clk latency late pin: 290 ps
- Vias: 2560
- Total power: about 710 uW
- Num CTS Buffers: 5
- Worst reg2reg path depth: 14
- Top logic family: AND-OR/OR-AND gates
- Clk sinks: 33
- Area fraction in compound gates: 19.3%
- Unrepaired setup endpoints after global routing: no
- PnR worst setup slack: 1590 ps
- Synth Seq Share: between 30% and 40%
- Setup CP Type: in2out
- Post-layout minimum cycle time: 5310 ps
- Tool warnings: 29
- Critical path arrival: 3930 ps
- CP startpoint: source_sel[0]
- Vias/cell: 5.13
- Worst Hold Class: reg2reg
- Cells after DPL: 491
- # diodes: 0
- DR pass1 iterations: 5
- Number of synthesis warnings: 1
- Worst R2R End: r[1]
- Number of max-cap violations: 0
- Clock skew: 4.02 ps
- Initial antenna violation count: 0
- Max Clock Freq: 188 MHz
- Min-delay src: r_eq_0
- Fin cells: 499
- Post-DP Area: between 0.003 and 0.004 mm^2
- Total global routing overflow: 0
- Vias in the first global route: ~2.6k
- Global-route wire length before repair: 13000 um
- Relative slew slack: between 40% and 50%
- Post-synthesis adder-cell area fraction: 14.6%
- Final Cell Area: 0.00378 mm^2
- Element type at the critical path end: primary output
- Comb area: 0.00178 mm^2
- GP Congestion: 0.867
- Number of DRC markers in iteration 0: between 100 and 150
- Fin Hold WS: 482 ps
- Post-Place Setup Slack: 1440 ps
- Core Util at FP: 31.3%
- Xor/xnor share: under 10%
- Die height: 101 um
- Die X: 101 um
- H-tree levels: 2
- Depth of the worst hold-timing path: 2
- Avg Inst Size Synth: ~9.5 um^2
- Post-Syn Area: between 0.002 and 0.003 mm^2
- Share of layout cells above drive strength 1: a little under 9%
- Port bufs: roughly 65
- Hold Vio Cnt, Final: 0
- Chip area: about 0.010 mm^2
- Outcome: finished, final reports clean
- Cells after Synth: 308
- I/O pins: 75
- Cycle use final: 76.9%
- Startpoint types: primary input
- Core Area: 0.00937 mm^2
- DR WL/cell: between 15 and 20 um
- DR DRC count: 0
- Clock slew at reported path FFs: about 70 ps
- R2r setup slk: 3100 ps
- MUX share of area: 8.79%
- Fraction of registers with async set/reset: 0%
- Sequential Area: 941 um^2
- YS chip area: between 0.002 and 0.003 mm^2
- Commonest flop: edfxtp_1
- Pwr dens: ~190 mW/mm^2
- CTS tree: yes
- Fill cells: 929
- Resized Gates After CTS: 0
- # Post-CTS Setup Buffers: 0
- Row cnt: 35
- Setup violators final: 0
- Gr usage total: ~17%
-- where the power goes --
part | internal [mW] | switching [mW]
Clock | 0.108 | 0.0784
Sequential | 0.242 | 0.0208
Combinational | 0.134 | 0.128
-- synth_stat cells, types with 3 or more instances --
| library cell | count | share of area [%] |
|---|---|---|
| a21o_1 | 4 | 1.0 |
| o21ai_0 | 10 | 1.7 |
| buf_2 | 12 | 2.0 |
| edfxtp_1 | 28 | 29 |
| nand3_1 | 8 | 1.4 |
| fa_1 | 7 | 4.8 |
| dfxtp_1 | 5 | 3.4 |
| o311ai_1 | 3 | 0.90 |
| or3_1 | 3 | 0.64 |
| a221oi_1 | 4 | 1.2 |
| mux2i_4 | 3 | 2.3 |
| nor3_1 | 7 | 1.2 |
| mux2_2 | 5 | 1.9 |
| a31oi_1 | 7 | 1.5 |
| inv_1 | 25 | 3.2 |
| a21oi_1 | 18 | 3.1 |
| ha_1 | 23 | 9.8 |
| nor2b_1 | 7 | 1.5 |
| xnor2_1 | 9 | 2.7 |
| nand2_1 | 18 | 2.3 |
| nor2_1 | 30 | 3.8 |
| mux2i_1 | 12 | 4.1 |
| buf_4 | 8 | 2.0 |
-- critical path: stages --
cell             delay [ps]
clkdlybuf4s50_1         980
mux2_2                  410
a32oi_1                 140
o22ai_1                 110
a311o_1                 440
clkdlybuf4s50_1         460
-- per-layer routing --
layer | routed length (um) | global-route usage, %
met1 | 3400 | 23.2
met4 | 199 | 3.46
met3 | 609 | 4.09
met5 | 0 | 0
met2 | 3730 | 27.9
-- area by class of cell --
class | instances | share of cell area, %
multi-input cells | 232 | 47.0
flip-flops and latches | 33 | 24.9
repair buffers | 70 | 18.2
well taps | 129 | 4.27
inverters | 27 | 2.68
clock buffers | 5 | 1.82
clock inverters | 3 | 1.22
-- cell usage in the layout (no fill, tap or decap), types with 4 or more instances in the layout --
cell | synthesis | routed
conb_1 | 1 | 8
clkdlybuf4s50_1 | 0 | 65
nor3_1 | 7 | 7
edfxtp_1 | 28 | 28
a221oi_1 | 4 | 4
ha_1 | 23 | 23
nor2_1 | 30 | 30
xnor2_1 | 9 | 9
mux2_2 | 5 | 5
nand2_1 | 18 | 18
a21oi_1 | 18 | 18
mux2i_1 | 12 | 12
dfxtp_1 | 5 | 5
nor2b_1 | 7 | 7
a31oi_1 | 7 | 7
inv_1 | 25 | 25
fa_1 | 7 | 7
a21o_1 | 4 | 4
clkbuf_8 | 0 | 5
nand3_1 | 8 | 8
o21ai_0 | 10 | 10
buf_4 | 8 | 5
-- kinds of logic after synthesis --
logic type	count (synthesis)
other	1
and+or+nand+nor	84
xor gates and xnor gates	10
adders and majority gates	30
muxes	21
DFF	33
buffers and inverters	50
AOI/OAI and AO/OA	79
-- worst max path at each step --
stage	to	slack, ps	cells after the start
CTS	data_bus[3]	1590	6
global route	data_bus[3]	1400	7
finish	data_bus[3]	1590	6
Power is estimated from default activity; no workload was simulated.
