**flow/config.mk**
```make
export PLATFORM = sky130hd
export DESIGN_NAME = instruction_decoder
export DESIGN_NICKNAME = instruction_decoder
export VERILOG_FILES = /design/flow/design.v
export SDC_FILE = /design/flow/constraint.sdc
export NUM_CORES = 4
export LEC_CHECK = 1
export CORE_AREA = 10 10 82 82
export DIE_AREA = 0 0 92 92
```
**flow/constraint.sdc**
```tcl
current_design instruction_decoder

set clk_period 2.1
set clk_io_pct 0.2

create_clock -name clk0 -period $clk_period [get_ports {clk}]

set non_clock_inputs [all_inputs -no_clocks]
set_input_delay [expr $clk_period * $clk_io_pct] -clock clk0 $non_clock_inputs
set_output_delay [expr $clk_period * $clk_io_pct] -clock clk0 [all_outputs]
```
**flow/design.v**
```verilog
module instruction_decoder
(
	input clk, sync_reset,
   input [7:0] next_instr,
	output reg jmp, jmp_nz, i_sel, y_sel, x_sel,
   output reg [3:0] source_sel, ir_nibble,
   output reg [8:0] reg_en,
	output reg [7:0] ir, from_ID,
	output reg NOPC8, NOPCF, NOPD8, NOPDF
);
always @ *
	from_ID <= 8'h0;
always @ *
    if (ir == 8'hC8)
        NOPC8 <= 1'b1;
    else
        NOPC8 <= 1'b0;
always @ *    
    if (ir == 8'hCF)
        NOPCF <= 1'b1;
    else
        NOPCF <= 1'b0;
always @ *
    if (ir == 8'hD8)
        NOPD8 <= 1'b1;
    else
        NOPD8 <= 1'b0;
always @ *
    if (ir == 8'hDF)
        NOPDF <= 1'b1;
    else
        NOPDF <= 1'b0;
always @ (posedge clk)
    ir <= next_instr;
always @ *
    ir_nibble <= ir[3:0];
always @ *
	if (sync_reset == 1'b1)	
		i_sel <= 1'b0;  
	else if ((ir[7:4] == 4'b0110) || (ir[7:3] == 5'b10_110))
		i_sel <= 1'b0;
	else 
		i_sel <= 1'b1;
always @ *
	if (sync_reset == 1'b1)
		x_sel <= 1'b0;
	else if (ir[7:5] == 3'b110)
		x_sel <= ir[4];
	else
		x_sel <= 1'b0;
always @ *
	if (sync_reset == 1'b1)
		y_sel <= 1'b0;
	else if (ir[7:5] == 3'b110)
		y_sel <= ir[3];
	else
		y_sel <= 1'b0;
always @ *
	if (sync_reset == 1'b1)
    	source_sel = 4'd10;
	else if (ir[7] == 1'b0)  
    	source_sel = 4'd8;
	else if (ir [7:6] == 2'b10)  
    	if(ir [5:3] == ir [2:0])  
        	if (ir [2:0] == 3'd4)  
            	source_sel = 4'd4;
        	else  
            	source_sel = 4'd9;
   	else  
        	source_sel = {1'b0 , ir [2:0] };
	else
		source_sel = {1'b0 , ir [2:0] };
always @ *
	if (sync_reset == 1'b1)
		jmp <= 1'b0;
	else if (ir[7:4] == 4'HE)
		jmp <= 1'b1;
	else
		jmp <= 1'b0;
always @ *
	if (sync_reset == 1'b1)
		jmp_nz <= 1'b0;
	else if (ir[7:4] == 4'HF)
		jmp_nz <= 1'b1;
	else 
		jmp_nz <= 1'b0;
always @ *
	if (sync_reset == 1'b1) 
		reg_en[0] <= 1'b1;
	else if ((ir[7:4] == 4'b0000) || (ir[7:3] == 5'b10_000))
		reg_en[0] <= 1'b1;
	else
		reg_en[0] <= 1'b0;
always @ *
	if (sync_reset == 1'b1)
		reg_en[1] <= 1'b1;
	else if ((ir[7:4] == 4'b0001) || (ir[7:3] == 5'b10_001))
		reg_en[1] <= 1'b1;
	else
		reg_en[1] <= 1'b0;
always @ *
	if (sync_reset == 1'b1) 
		reg_en[2] <= 1'b1;
	else if ((ir[7:4] == 4'b0010) || (ir[7:3] == 5'b10_010))
		reg_en[2] <= 1'b1;
	else
		reg_en[2] <= 1'b0;
always @ *
	if (sync_reset == 1'b1) 
		reg_en[3] <= 1'b1;
	else if ((ir[7:4] == 4'b0011) || (ir[7:3] == 5'b10_011))
		reg_en[3] <= 1'b1;
	else
		reg_en[3] <= 1'b0;
always @ *
	if (sync_reset == 1'b1) 
		reg_en[4] <= 1'b1;
	else if (ir[7:5] == 3'b110)
		reg_en[4] <= 1'b1;
	else
		reg_en[4] <= 1'b0;
always @ *
	if (sync_reset == 1'b1) 
		reg_en[5] <= 1'b1;
	else if ((ir[7:4] == 4'b0101) || (ir[7:3] == 5'b10_101))
		reg_en[5] <= 1'b1;
	else
		reg_en[5] <= 1'b0;
always @ *
	if (sync_reset == 1'b1) 
		reg_en[6] <= 1'b1;
	else if ((ir[7:4] == 4'b0110) || (ir[7:4] == 4'b0111) || (ir[7:3] == 5'b10_110) || (ir[7:3] == 5'b10_111) || ((ir[7:6] == 2'b10) && (ir[2:0] == 3'b111)))
		reg_en[6] <= 1'b1;
	else
		reg_en[6] <= 1'b0;
always @ *
	if (sync_reset == 1'b1) 
		reg_en[7] <= 1'b1;
	else if ((ir[7:4] == 4'b0111) || (ir[7:3] == 5'b10_111))
		reg_en[7] <= 1'b1;
	else
		reg_en[7] <= 1'b0;
always @ *
	if (sync_reset == 1'b1) 
		reg_en[8] <= 1'b1;
	else if ((ir[7:4] == 4'b0100) || (ir[7:3] == 5'd10_100))
		reg_en[8] <= 1'b1;
	else
		reg_en[8] <= 1'b0;
endmodule
```
**flow/run.sh**
```bash
#!/bin/bash
# OpenROAD 26Q1-2900-gdf79404cd8, Yosys 0.63+post, stock flow scripts
make -C /OpenROAD-flow-scripts/flow DESIGN_CONFIG=/design/flow/config.mk WORK_HOME=/design/flow/orfs finish
```
==> reports/results.ini <==
[yosys]
ys_types=36
synth_area_um2=674
syn_inst=88
ys_ff=8
ys.flop_type=dfxtp_1
ys_cells=88
edf_count=0
syn_area_per_cell_um2=7.66
ys_warn_count=2
async_flop_share=0
yosys_area_um2=674
ys_seq_frac=0.237

[sta]
fmax_ghz=0.492
setup-tns-final_ns=0
slew_violations=0
setup_viol=0
hold_viol=0
rsz0062_at_grt=yes
min_period_ns=2.03
post-route-period-util=0.967

[global_routing]
grt_first_pass_wirelength_mm=4.37
grt_overflow_total=0
grt_use_total=0.0622
grt_pass1_vias=821
antenna_found_initial=0
grt_max_degree=16

[floorplanning]
core_um2=5070
pin_count=52
die_y_um=92
chipArea_um2=8460
fp-row-count=26
dieWidth_um=92
fp_util=0.133

[clocking]
cts_made_buffers=3
cts.clk_slew.worst_paths_ns=0.04
htreeDepth=1
cts.path.max_buffers=2
cts.sinks=8
cts_root_buf=clkbuf_8
hold_buffers=0
tritoncts=done

[placement]
dpl_cell_area_um2=1240
port_buffers=43
place_congestion=0.841
dp_cells=207
hpwl_mm=2.24

[min_path]
hold_start=next_instr[3]
min_path_type=in2reg

[setup_path]
cp_max_fo=4
end_kind=primary output
arrival_ns=1.61
critPathKind=reg2out
cp-startpoint=ir[3]
start_kind=flip-flop
required_ns=1.68

[route]
viasPerCell=3.82
first_pass_iters=4
routedWlPerCell_um=13.2
totalWireLength_mm=2.92
drc=0
drt-initial-drc-count=35
num_vias=849
antenna_cells=0
ant_nets=0

[power_and_ir_drop]
power_density_nw_per_um2=363
p_leak_nw=0.656
irDropWorstVdd_mv=0.476

[run_status]
status=finished clean

[layout]
area_growth_pct=122
fin_cells=222
fin_util=0.295
largest_reg_flops=8
reg_top3=ir (8)
drive_gt1_frac=0.428
largest-register=ir
fin_area_um2=1500

[job]
warnings=27
drv_cap=0

worst paths after layout:
path	endpoint	cells past startpoint	slack, ns
setup / recovery	NOPC8	5	0.07
hold / removal	ir[3]	1	0.63
Yosys cell counts (all sizes together), types with 2 or more instances:
library cell / count / area [µm²]
o21ai: 9 / 45.0
nand2: 4 / 22.5
a21oi: 5 / 25.0
inv: 4 / 15.0
nor2: 6 / 22.5
clkbuf: 2 / 7.51
and2b: 2 / 17.5
dfxtp: 8 / 160
nand2b: 2 / 12.5
nor3b: 2 / 15.0
xnor2: 3 / 26.3
buf: 15 / 108
nand3: 3 / 15.0
nor3: 3 / 20.0
nor2b: 4 / 25.0
timing repair:
item	in CTS	in global routing
pin swaps	9	2
hold endpoints to repair	0	0
cloned	1	1
setup buffers	6	5
setup endpoints to repair	22	9
gates resized	41	14
placed cells by master, fill, tap and decap left out, types with 3 or more instances in the layout:
master           Yosys  routed
o21ai_0              7       4
dlymetal6s2s_1       0       4
a21oi_1              5       3
dfxtp_2              0       4
conb_1               1       8
xnor2_2              0       3
clkbuf_8             0       3
dfxtp_4              0       4
dlygate4sd2_1        0      10
o21ai_1              2       5
nor2_1               6       4
buf_4               13      23
clkdlybuf4s50_1      0      28
nand2_1              3       3
worst max-delay path, cell delays in order, from the launching register on:
cell and delay, ns:
dfxtp_4 0.38, inv_2 0.04, or4b_4 0.55, buf_4 0.15, nor3_2 0.16, buf_2 0.12
power by group:
group / leakage, nW / switching (W) / internal, W
clock: 0.0216 / 0.0000493 / 0.000123
sequential: 0.0689 / 0.0000145 / 0.000160
combinational: 0.565 / 0.0000723 / 0.000124
total: 0.656 / 0.000136 / 0.000407
cell type report:
class / count / area (µm²)
inverter: 5 / 23.8
timing repair buffer: 70 / 667
clock buffer: 3 / 41.3
timing repair inverter: 1 / 3.75
tap: 70 / 87.6
multi-input combinational: 65 / 493
sequential: 8 / 180
fill: 542 / 3580
through the flow:
| step | hold WS [ns] | setup slack (ns) | power (W) |
|---|---|---|---|
| final | 0.634 | 0.0684 | 0.000544 |
| after global routing | 0.623 | -0.0186 | 0.000582 |
| after CTS | 0.625 | -0.0686 | 0.000539 |
| after detailed placement | 0.872 | -0.190 | 0.000344 |
| after global placement | 0.870 | -0.189 | 0.000345 |
| after floorplan | 0.448 | 0.586 | 0.000241 |
layer usage:
metal,share of wire,GRT usage,vias up
met5,0,0,-
met4,0,0.00257,0
met3,0.088,0.0264,0
met2,0.47,0.0982,35
met1,0.45,0.0816,397
li1,-,-,417
cells by family after synthesis:
family | share of synthesized area
and+or+nand+nor | 0.293
xor gates and xnor gates | 0.0390
AOI/OAI and AO/OA | 0.212
muxes | 0.0148
DFF | 0.237
buffers and inverters | 0.199
other | 0.00556
Power is estimated from default activity; no workload was simulated.
